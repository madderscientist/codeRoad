### design/flow/config.mk
export PLATFORM = sky130hd
export DESIGN_NAME = OLED_ShowData
export DESIGN_NICKNAME = OLED_ShowData
export VERILOG_FILES = /design/flow/design.v
export SDC_FILE = /design/flow/constraint.sdc
export NUM_CORES = 4
export LEC_CHECK = 1
export CORE_UTILIZATION = 50
### design/flow/constraint.sdc
current_design OLED_ShowData

set clk_period 7.3
set clk_io_pct 0.2

create_clock -name clk0 -period $clk_period [get_ports {sys_clk}]

set non_clock_inputs [all_inputs -no_clocks]
set_input_delay [expr $clk_period * $clk_io_pct] -clock clk0 $non_clock_inputs
set_output_delay [expr $clk_period * $clk_io_pct] -clock clk0 [all_outputs]
### design/flow/design.v
module	OLED_NumData(
	input			sys_clk,
	input			rst_n,
	input			font_row,
	input[4:0]	font_sel,
	input[4:0]	index,
	output reg[7:0]	 data
);
reg[7:0]	data0[15:0];
reg[7:0]	data1[15:0];
reg[7:0]	data2[15:0];
reg[7:0]	data3[15:0];
reg[7:0]	data4[15:0];
reg[7:0]	data5[15:0];
reg[7:0]	data6[15:0];
reg[7:0]	data7[15:0];
reg[7:0]	data8[15:0];
reg[7:0]	data9[15:0];
always@(posedge sys_clk or negedge rst_n)
begin
	if(rst_n == 1'b0)
		data <= 'd0;
	else if(font_sel == 'd0)
		data <= data0[index + 'd8 * font_row];
	else if(font_sel == 'd1)
		data <= data1[index + 'd8 * font_row];
	else if(font_sel == 'd2)
		data <= data2[index + 'd8 * font_row];
	else if(font_sel == 'd3)
		data <= data3[index + 'd8 * font_row];
	else if(font_sel == 'd4)
		data <= data4[index + 'd8 * font_row];
	else if(font_sel == 'd5)
		data <= data5[index + 'd8 * font_row];
	else if(font_sel == 'd6)
		data <= data6[index + 'd8 * font_row];
	else if(font_sel == 'd7)
		data <= data7[index + 'd8 * font_row];
	else if(font_sel == 'd8)
		data <= data8[index + 'd8 * font_row];
	else if(font_sel == 'd9)
		data <= data9[index + 'd8 * font_row];
end
always@(posedge sys_clk or negedge rst_n)
begin
	if(rst_n == 1'b0)
	begin
		data0[0] = 8'h00;
		data0[1] = 8'hE0;
		data0[2] = 8'h10;
		data0[3] = 8'h08;
		data0[4] = 8'h08;
		data0[5] = 8'h10;
		data0[6] = 8'hE0;
		data0[7] = 8'h00;
		data0[8] = 8'h00;
		data0[9] = 8'h0F;
		data0[10] = 8'h10;
		data0[11] = 8'h20;
		data0[12] = 8'h20;
		data0[13] = 8'h10;
		data0[14] = 8'h0F;
		data0[15] = 8'h00;
	end
end
always@(posedge sys_clk or negedge rst_n)
begin
	if(rst_n == 1'b0)
	begin
		data1[0] = 8'h00;
		data1[1] = 8'h00;
		data1[2] = 8'h10;
		data1[3] = 8'h10;
		data1[4] = 8'hF8;
		data1[5] = 8'h00;
		data1[6] = 8'h00;
		data1[7] = 8'h00;
		data1[8] = 8'h00;
		data1[9] = 8'h00;
		data1[10] = 8'h20;
		data1[11] = 8'h20;
		data1[12] = 8'h3F;
		data1[13] = 8'h20;
		data1[14] = 8'h20;
		data1[15] = 8'h00;
	end
end
always@(posedge sys_clk or negedge rst_n)
begin
	if(rst_n == 1'b0)
	begin
		data2[0] = 8'h00;
		data2[1] = 8'h70;
		data2[2] = 8'h08;
		data2[3] = 8'h08;
		data2[4] = 8'h08;
		data2[5] = 8'h08;
		data2[6] = 8'hF0;
		data2[7] = 8'h00;
		data2[8] = 8'h00;
		data2[9] = 8'h30;
		data2[10] = 8'h28;
		data2[11] = 8'h24;
		data2[12] = 8'h22;
		data2[13] = 8'h21;
		data2[14] = 8'h30;
		data2[15] = 8'h00;
	end
end
always@(posedge sys_clk or negedge rst_n)
begin
	if(rst_n == 1'b0)
	begin
		data3[0] = 8'h00;
		data3[1] = 8'h30;
		data3[2] = 8'h08;
		data3[3] = 8'h08;
		data3[4] = 8'h08;
		data3[5] = 8'h88;
		data3[6] = 8'h70;
		data3[7] = 8'h00;
		data3[8] = 8'h00;
		data3[9] = 8'h18;
		data3[10] = 8'h20;
		data3[11] = 8'h21;
		data3[12] = 8'h21;
		data3[13] = 8'h22;
		data3[14] = 8'h1C;
		data3[15] = 8'h00;
	end
end
always@(posedge sys_clk or negedge rst_n)
begin
	if(rst_n == 1'b0)
	begin
		data4[0] = 8'h00;
		data4[1] = 8'h00;
		data4[2] = 8'h80;
		data4[3] = 8'h40;
		data4[4] = 8'h30;
		data4[5] = 8'hF8;
		data4[6] = 8'h00;
		data4[7] = 8'h00;
		data4[8] = 8'h00;
		data4[9] = 8'h06;
		data4[10] = 8'h05;
		data4[11] = 8'h24;
		data4[12] = 8'h24;
		data4[13] = 8'h3F;
		data4[14] = 8'h24;
		data4[15] = 8'h24;
	end
end
always@(posedge sys_clk or negedge rst_n)
begin
	if(rst_n == 1'b0)
	begin
		data5[0] = 8'h00;
		data5[1] = 8'hF8;
		data5[2] = 8'h88;
		data5[3] = 8'h88;
		data5[4] = 8'h88;
		data5[5] = 8'h08;
		data5[6] = 8'h08;
		data5[7] = 8'h00;
		data5[8] = 8'h00;
		data5[9] = 8'h19;
		data5[10] = 8'h20;
		data5[11] = 8'h20;
		data5[12] = 8'h20;
		data5[13] = 8'h11;
		data5[14] = 8'h0E;
		data5[15] = 8'h00;
	end
end
always@(posedge sys_clk or negedge rst_n)
begin
	if(rst_n == 1'b0)
	begin
		data6[0] = 8'h00;
		data6[1] = 8'hE0;
		data6[2] = 8'h10;
		data6[3] = 8'h88;
		data6[4] = 8'h88;
		data6[5] = 8'h90;
		data6[6] = 8'h00;
		data6[7] = 8'h00;
		data6[8] = 8'h00;
		data6[9] = 8'h0F;
		data6[10] = 8'h11;
		data6[11] = 8'h20;
		data6[12] = 8'h20;
		data6[13] = 8'h20;
		data6[14] = 8'h1F;
		data6[15] = 8'h00;
	end
end
always@(posedge sys_clk or negedge rst_n)
begin
	if(rst_n == 1'b0)
	begin
		data7[0] = 8'h00;
		data7[1] = 8'h18;
		data7[2] = 8'h08;
		data7[3] = 8'h08;
		data7[4] = 8'h88;
		data7[5] = 8'h68;
		data7[6] = 8'h18;
		data7[7] = 8'h00;
		data7[8] = 8'h00;
		data7[9] = 8'h00;
		data7[10] = 8'h00;
		data7[11] = 8'h3E;
		data7[12] = 8'h01;
		data7[13] = 8'h00;
		data7[14] = 8'h00;
		data7[15] = 8'h00;
	end
end
always@(posedge sys_clk or negedge rst_n)
begin
	if(rst_n == 1'b0)
	begin
		data8[0] = 8'h00;
		data8[1] = 8'h70;
		data8[2] = 8'h88;
		data8[3] = 8'h08;
		data8[4] = 8'h08;
		data8[5] = 8'h88;
		data8[6] = 8'h70;
		data8[7] = 8'h00;
		data8[8] = 8'h00;
		data8[9] = 8'h1C;
		data8[10] = 8'h22;
		data8[11] = 8'h21;
		data8[12] = 8'h21;
		data8[13] = 8'h22;
		data8[14] = 8'h1C;
		data8[15] = 8'h00;
	end
end
always@(posedge sys_clk or negedge rst_n)
begin
	if(rst_n == 1'b0)
	begin
		data9[0] = 8'h00;
		data9[1] = 8'hF0;
		data9[2] = 8'h08;
		data9[3] = 8'h08;
		data9[4] = 8'h08;
		data9[5] = 8'h10;
		data9[6] = 8'hE0;
		data9[7] = 8'h00;
		data9[8] = 8'h00;
		data9[9] = 8'h01;
		data9[10] = 8'h12;
		data9[11] = 8'h22;
		data9[12] = 8'h22;
		data9[13] = 8'h11;
		data9[14] = 8'h0F;
		data9[15] = 8'h00;
	end
end
endmodule 
module OLED_ShowData(
	input				sys_clk,
	input				rst_n,
	input				dht11_done,
	input[7:0]	   tempH,	
	input[7:0]	   tempL,
	input[7:0]	   humidityH,
	input[7:0]	   humidityL,
	input				ShowData_req,		  
	input				write_done,			  
	output[23:0]	ShowData_Data,		  
	output			ShowData_finish    
);
reg[7:0]		tempHREG;
reg[7:0]		tempLREG;
reg[7:0]		humidityHREG;
reg[7:0]		humidityLREG;
reg[4:0]	font;
reg[4:0]			font_sel;
reg[4:0] 		font_index;
reg				font_row;
reg[7:0]			show_x;
reg[3:0]			show_y;
reg[23:0]		showfont_data_reg;
wire				onefont_finish;
wire[7:0]		fontdata;
assign onefont_finish  = (font_row == 1'b1 && font_index == 'd10 && write_done == 1'b1) ? 1'b1 : 1'b0;
assign ShowData_finish = (onefont_finish == 1'b1 && font_sel == 'd7) ? 1'b1 : 1'b0;
assign ShowData_Data = showfont_data_reg;
always@(*)
begin
	case(font_index)
	'd0:	showfont_data_reg <= {8'h78,8'h00,8'hB0 + show_y + font_row};
	'd1:  showfont_data_reg <= {8'h78,8'h00,8'h00 + show_x[3:0]};
	'd2:  showfont_data_reg <= {8'h78,8'h00,8'h10 + show_x[7:4]};
	default:	showfont_data_reg <= {8'h78,8'h40,fontdata};  
	endcase
end
always@(posedge sys_clk or negedge rst_n)
begin
	if(rst_n == 1'b0)
		font_index <= 'd0;
	else if(write_done == 1'b1 && font_index == 'd10)
		font_index <= 'd0;
	else if(write_done == 1'b1 && ShowData_req == 1'b1)
		font_index <= font_index + 1'b1;
	else
		font_index <= font_index;
end
always@(posedge sys_clk or negedge rst_n)
begin
	if(rst_n == 1'b0)
		font_row <= 1'b0;
	else if(onefont_finish == 1'b1)
		font_row <= 1'b0;
	else if(write_done == 1'b1 && font_index == 'd10)
		font_row <= 1'b1;
	else
		font_row <= font_row;
end
always@(posedge sys_clk or negedge rst_n)
begin
	if(rst_n == 1'b0)
		font_sel <= 'd0;
	else if(ShowData_finish == 1'b1)
		font_sel <= 'd0;
	else if(onefont_finish == 1'b1)
		font_sel <= font_sel + 1'b1;
	else
		font_sel <= font_sel;
end
always@(posedge sys_clk or negedge rst_n)
begin
	if(rst_n == 1'b0)
	begin
		show_x <= 'd0;
		show_y <= 'd0;
	end
	else if(font_sel == 'd0)
	begin
		show_x <= 'd54;
		show_y <= 'd3;
	end
	else if(font_sel == 'd1)
	begin
		show_x <= 'd62;
		show_y <= 'd3;
	end
	else if(font_sel == 'd2)
	begin
		show_x <= 'd79;
		show_y <= 'd3;
	end
	else if(font_sel == 'd3)
	begin
		show_x <= 'd88;
		show_y <= 'd3;
	end
	else if(font_sel == 'd4)
	begin
		show_x <= 'd54;
		show_y <= 'd5;
	end
	else if(font_sel == 'd5)
	begin
		show_x <= 'd62;
		show_y <= 'd5;
	end
	else if(font_sel == 'd6)
	begin
		show_x <= 'd79;
		show_y <= 'd5;
	end
	else if(font_sel == 'd7)
	begin
		show_x <= 'd88;
		show_y <= 'd5;
	end
	else
	begin
		show_x <= 'd0;
		show_y <= 'd0;
	end
end
always@(posedge sys_clk or negedge rst_n)
begin
	if(rst_n == 1'b0)
		font <= 'd0;
	else if(font_sel == 'd0)
		font <= tempHREG / 10;
	else if(font_sel == 'd1)
		font <= tempHREG % 10;
	else if(font_sel == 'd2)
		font <= tempLREG / 10;
	else if(font_sel == 'd3)
		font <= tempLREG % 10;
	else if(font_sel == 'd4)
		font <= humidityHREG / 10;
	else if(font_sel == 'd5)
		font <= humidityHREG % 10;
	else if(font_sel == 'd6)
		font <= humidityLREG / 10;
	else if(font_sel == 'd7)
		font <= humidityLREG % 10;
	else
		font <= font;		
end
always@(posedge sys_clk or negedge rst_n)
begin
	if(rst_n == 1'b0)
		tempHREG <= 'd0;
	else if(dht11_done == 1'b1)
		tempHREG <= tempH;
	else
		tempHREG <= tempHREG;
end
always@(posedge sys_clk or negedge rst_n)
begin
	if(rst_n == 1'b0)
		tempLREG <= 'd0;
	else if(dht11_done == 1'b1)
		tempLREG <= tempL;
	else
		tempLREG <= tempLREG;
end
always@(posedge sys_clk or negedge rst_n)
begin
	if(rst_n == 1'b0)
		humidityHREG <= 'd0;
	else if(dht11_done == 1'b1)
		humidityHREG <= humidityH;
	else
		humidityHREG <= humidityHREG;
end
always@(posedge sys_clk or negedge rst_n)
begin
	if(rst_n == 1'b0)
		humidityLREG <= 'd0;
	else if(dht11_done == 1'b1)
		humidityLREG <= humidityL;
	else
		humidityLREG <= humidityLREG;
end
OLED_NumData OLED_NumDataHP(
	.sys_clk		(sys_clk),
	.rst_n		(rst_n),
	.font_row	(font_row),
	.font_sel	(font),
	.index		(font_index - 'd3),
	.data			(fontdata)
);
endmodule 
### design/flow/run.sh
#!/bin/bash
# OpenROAD 26Q1-2900-gdf79404cd8, Yosys 0.63+post, stock flow scripts
make -C /OpenROAD-flow-scripts/flow DESIGN_CONFIG=/design/flow/config.mk WORK_HOME=/design/flow/orfs finish
==> impl_metrics.toml <==
# implementation run metrics
[status]
result_of_the_run = "completed"

[die]
placeableCoreArea_mm2 = 0.0122
chip_area_mm2 = 0.0131
core_util_floorplan = 0.521
floorplan.die.height_um = 115
top_level_ports = 62
fp-row-count = 40
die-width_um = 115

[detailed_routing]
avgViaCountPerCell = 6.29
dr.pass1.iters = 6
detail_route.wl_per_cell_um = 17.8
initialDrtViolationCount = 656
antenna_violating_nets_post_route = 0
route.final.wire_length_mm = 17.7
drcViolationCount = 0
n_antenna_cell = 0
vias = 6223

[placed_design]
half_perimeter_wire_length_of_the_detailed_placement_result_mm = 13.2
place_area_mm2 = 0.00684
place.gp.congestion = 0.986
numPortBuffers = 46
placed_cells_incl_taps = 974
pre_cts_slack_ns = 1.19

[synth]
ys_top_logic_family = "AND-OR/OR-AND gates"
synth.top_cells.by_area = "dfrtp_1 (26%), mux2_2 (5.3%), a21oi_1 (5.0%)"
netlist_area_mm2 = 0.00633
top_cells_by_count = "nand2_1 (82), dfrtp_1 (65), a21oi_1 (63), o21ai_0 (63), nor2_1 (54)"
ys_sh_adder = 0.0427
synth-async-reset-ratio = 1.00
synth.cellmix.compoundShare = 0.324
yosys.area_share.simple = 0.216
ys_warnings = 12
yosys-mux-area-fraction = 0.0707
synth_xor_xnor_area_share = 0.0263
yosys.area.top_type = "dfrtp_1"
synth_top_cell_by_count = "nand2_1"
ys_cells = 796
synth_seq_share = 0.257
yosysChipArea_mm2 = 0.00633
count_of_cell_types_in_the_netlist = 92
edf_count = 0
synth-main-ff-cell = "dfrtp_1"
synthDominantCellAreaShare = 0.257
synth_flop_count = 65
synthCells = 796
average_size_of_a_mapped_cell_um2 = 7.96

[sta]
final_hold_viol_count = 0
worst_pin_slew_ns = 0.875
number_of_failing_setup_endpoints_in_the_final_timing_report = 0
final.setup.tns_ns = 0
final_max_slew_viol_count = 0
max_clock_freq_ghz = 0.160
rsz_0062_raised_after_global_routing = "false"
final.min_clock_period_ns = 6.23
holdWs_ns = 0.523
skew_ns = 0.00764
final_critical_path_setup_slack_ns = 1.07
slew_limit_headroom = 0.411
min_period_over_period = 0.854

[critical_path]
endpoint_kind = "flop"
crit_path_start = "font_sel[0]"
worstSetupStartpointType = "flop"
reg2reg_slack_ns = 1.07
r2r-end = "font[0]"
worstPathRequired_ns = 7.53
worstSetupPathType = "reg2reg"
critical_path_arrival_ns = 6.47
rr_worst_depth = 26
worst_r2r_startpoint = "font_sel[0]"
worst-path-max-fanout = 21

[job]
maxCapViolations = 0
tool_warnings = 36

[layout]
finalNonFillerCells = 990
stdcell_area_mm2 = 0.00712
layout.filler_cells = 1082
synthToLayoutAreaGrowth_pct = 12.4
drive_gt1_frac = 0.118
final_core_utilization = 0.585

[hold_path]
holdPathStages = 1
hold_path_class = "reg2reg"
worstHoldStart = "font_index[4]"
min_delay_worst_endpoint = "font_index[4]"

[grt]
grt_max_degree = 60
wire_length_of_the_first_global_routing_pass_mm = 29.0
grt_antenna_before_repair = 0
grt.overflow.total = 0
grt_usage = 0.286
grt_pass1_vias = 5602

[power_and_ir_drop]
post-layout-total-power_mw = 3.52
pwr_density_cell_mw_per_mm2 = 494
total_leakage_power_nw = 2.79
vdd_ir_drop_max_v = 0.000328

[clock_network]
cts_inserted_buffers = 9
cts.repair_timing.setup_buffer_count = 0
tritoncts_num_sinks = 65
ctsLongestPathBuffers = 2
cts-resized-gates = 0
cts-root-buf = "clkbuf_16"
htree_num_levels = 3
hold_buffers = 0
tritoncts = "yes"
path_clk_slew_ns = 0.06
clock_latency_ns = 0.34
sequential cells by signal (all words and copies together) (netlist names), 6 cells and up, named ones only:
register             count
OLED_NumDataHP.data      8
humidityHREG             8
humidityLREG             8
tempHREG                 8
tempLREG                 8
show_x                   6
metal layers:
metal | vias up | wire length, um | global-route usage
met5 | - | 0 | 0
met3 | 11 | 1660 | 0.0717
met1 | 2911 | 8390 | 0.468
li1 | 3015 | - | -
met4 | 0 | 138 | 0.0346
met2 | 286 | 7480 | 0.396
report_power, final:
| part | switching (mW) | total, mW | leakage, nW | internal (mW) |
|---|---|---|---|---|
| clock | 0.169 | 0.402 | 0.134 | 0.234 |
| combinational | 1.55 | 2.58 | 1.90 | 1.03 |
| sequential | 0.0905 | 0.539 | 0.763 | 0.448 |
| total | 1.80 | 3.52 | 2.79 | 1.71 |
cell type report:
class | instances | area [um2] | share of cell area
sequential | 65 | 1630 | 0.228
inverter | 16 | 60.1 | 0.00844
tap | 168 | 210 | 0.0295
timing repair buffer | 63 | 583 | 0.0819
clock buffer | 10 | 229 | 0.0322
multi-input combinational | 662 | 4360 | 0.612
clock inverter | 6 | 51.3 | 0.00721
cells in the final DEF, fill, tap and decap left out, types with 8 or more instances in the layout:
cell              n
a21oi_1          63
a221oi_1          8
a31oi_1          12
and2_1           12
buf_4            17
clkbuf_16         9
clkdlybuf4s50_1  45
conb_1           15
dfrtp_1          65
ha_1             20
inv_1            14
mux2_2           30
mux2i_1          11
nand2_1          82
nand2b_1         16
nand3_1          26
nor2_1           54
nor2b_1          17
nor3_1           32
o21ai_0          63
o21ai_1           8
o22ai_1          14
o31ai_1           9
xnor2_1          12
kinds of logic after synthesis:
group,Yosys count
buf+inv,82
fa+ha+maj,22
other cells,2
flops,65
mux,41
simple gates,278
compound gates,287
xor+xnor,19
worst max-delay path: stages, from the launching register on:
cell and delay [ns]:
dfrtp_1 0.44, inv_1 0.11, ha_1 0.55, nor4bb_1 0.52, a32o_1 0.20, a221o_1 0.29, inv_1 0.17, ha_1 0.25
nand2b_1 0.17, ha_1 0.34, nor2b_1 0.17, nand2_1 0.07, o2bb2ai_1 0.27, o21ai_1 0.19, and2_1 0.23, o21ai_0 0.19
nand3_1 0.14, xnor2_1 0.30, ha_1 0.28, nor2_1 0.07, a211oi_1 0.21, a211oi_1 0.09, xnor2_1 0.14, o22ai_1 0.12
a21o_1 0.19, a22o_1 0.17, a221oi_1 0.26
worst max path at each step:
stage / end / slack (ns) / cells past startpoint
4_1_cts: font[0] / 1.13 / 26
5_1_grt: font[0] / 0.47 / 26
6_report: font[0] / 1.07 / 26
Power is estimated from default activity; no workload was simulated.
